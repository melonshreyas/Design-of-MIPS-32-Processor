`flow/config.mk`:
```
export PLATFORM = sky130hd
export DESIGN_NAME = controller_new
export DESIGN_NICKNAME = controller_new
export VERILOG_FILES = /design/flow/design.v
export SDC_FILE = /design/flow/constraint.sdc
export NUM_CORES = 4
export LEC_CHECK = 1
export CORE_AREA = 10 10 89 89
export DIE_AREA = 0 0 99 99
```
`flow/constraint.sdc`:
```
current_design controller_new

set clk_period 1.4
set clk_io_pct 0.2

create_clock -name clk0 -period $clk_period [get_ports {Clock}]

set non_clock_inputs [all_inputs -no_clocks]
set_input_delay [expr $clk_period * $clk_io_pct] -clock clk0 $non_clock_inputs
set_output_delay [expr $clk_period * $clk_io_pct] -clock clk0 [all_outputs]
```
`flow/design.v`:
```
module dec3to8 (W, Y);
input [2:0] W;
output reg [9:0] Y;
always @(W)
begin
case (W)
3'b000: Y = 10'b1000000000;
3'b001: Y = 10'b0100000000;
3'b010: Y = 10'b0010000000;
3'b011: Y = 10'b0001000000;
3'b100: Y = 10'b0000100000;
3'b101: Y = 10'b0000010000;
3'b110: Y = 10'b0000001000;
3'b111: Y = 10'b0000000100;
endcase
end
endmodule
module dec3to8_3bit (W, Y);
input [2:0] W;
output reg [2:0] Y;
always @(W)
Y = W;
endmodule
module controller_new (DIN, Run, Resetn, Clock, Done, R0out, R1out, R2out, R3out, R4out, R5out, 
R6out, R7out, Gout, DINout, LdR0, LdR1, LdR2, LdR3, LdR4, LdR5, LdR6, LdR7, LdA, LdG, Add_sub);
input Run, Resetn, Clock;
input [8:0] DIN;
output reg LdR0, LdR1, LdR2, LdR3, LdR4, LdR5, LdR6, LdR7, LdA, LdG, Add_sub; 
output reg R0out, R1out, R2out, R3out, R4out, R5out, R6out, R7out, Gout, Done, DINout;
wire [9:0] Xreg, Yreg;
reg [9:0] Sel;  
reg [3:0] PS,NS;
reg [8:0] IR;  
localparam T0 = 4'b0001, T1 = 4'b0010, T2 = 4'b0100, T3 = 4'b1000;  
localparam mv = 3'b000, add = 3'b001, sub = 3'b010, mvi = 3'b011;
reg IRin;
wire [2:0] opcode_decoded;
reg [2:0] opcode;
dec3to8 Z1 (IR[5:3],Xreg);  
dec3to8 Z2 (IR[2:0],Yreg);  
dec3to8_3bit Z3 (IR[8:6], opcode_decoded);  
always @(posedge Clock)
begin
if(Resetn)
PS <= NS;
else
PS <= T0;
end
always @(posedge Clock)
begin
if(IRin)
opcode <= opcode_decoded;
else
opcode <= opcode;
end
always @(PS,Run,Done)  
begin
case(PS)  
T0: NS = Run? T1:T0;  
T1: begin    
	case(opcode)
		mv   : NS =T0;  
 		add  : NS =T2;
		sub  : NS =T2;
   		mvi  : NS = T2;
		default :NS = T0;
    	 endcase
       end
T2:begin   
	case(opcode)
 		add  :  NS=T3;
		sub  :  NS=T3;
   		mvi  :  NS = T0;
		default : NS = T0;
    	endcase
       end
 T3:begin   
	case(opcode)
 		add  : NS=T0;
		sub  :  NS=T0;
		default : NS = T0;
    	endcase
       end
default : NS = T0;
endcase
end
always @(PS)
begin
case(PS)  
T0: begin 
       LdR0 = 0; LdR1 = 0; LdR2 = 0; LdR3 = 0; LdR4 =0;  LdR5 = 0;  LdR6 = 0;  LdR7 = 0;LdA = 0; LdG =0;
       IRin = 1;    
       if(!Run)
	      begin
	        Done = 0;
	     end
            else
      		begin
      		IR   = DIN;
		Done = 0;
		end
      end	  
T1: begin    
	IRin = 0;
      if (opcode == mv)
      begin
      Sel = Yreg;
     {R0out, R1out, R2out, R3out, R4out, R5out, R6out, R7out, Gout, DINout} = Sel; 
	 {LdR0,LdR1,LdR2,LdR3,LdR4,LdR5,LdR6,LdR7} = Xreg[9:2];
       Done = 1;
      end
     else if(opcode == add)
      begin
      Sel = Xreg;
      {R0out, R1out, R2out, R3out, R4out, R5out, R6out, R7out, Gout, DINout} = Sel;
      LdA = 1;
      LdG = 0;
      Add_sub = 1;  
      end
     else if(opcode == sub)
     begin
      Sel = Xreg;
      {R0out, R1out, R2out, R3out, R4out, R5out, R6out, R7out, Gout, DINout} = Sel;
      LdA = 1;
      LdG = 0;
      Add_sub = 0;  
     end
     else if(opcode == mvi)
     begin
     Sel = 10'b0000000001;  
    {R0out, R1out, R2out, R3out, R4out, R5out, R6out, R7out, Gout, DINout} = Sel;
	{LdR0,LdR1,LdR2,LdR3,LdR4,LdR5,LdR6,LdR7} = Xreg[9:2];
    end
    end
T2:begin   
	  if(opcode == add)
      begin
      Sel = Yreg;
      {R0out, R1out, R2out, R3out, R4out, R5out, R6out, R7out, Gout, DINout} = Sel;
      LdA = 0;
      LdG = 1;
      end
      else if(opcode == mvi)
      begin
      Sel = 10'b0000000001;  
      {R0out, R1out, R2out, R3out, R4out, R5out, R6out, R7out, Gout, DINout} = Sel;
	  {LdR0,LdR1,LdR2,LdR3,LdR4,LdR5,LdR6,LdR7} = Xreg[9:2];
      Done = 1;
      end
     else if(opcode == sub)
     begin
      Sel = Yreg;
      {R0out, R1out, R2out, R3out, R4out, R5out, R6out, R7out, Gout, DINout} = Sel;
      LdA = 0;
      LdG = 1;
     end
	 end
T3: begin
      if(opcode == add)
      begin
      Done = 1;
      Sel=10'b0000000010;  
      {R0out, R1out, R2out, R3out, R4out, R5out, R6out, R7out, Gout, DINout} = Sel;
	  {LdR0,LdR1,LdR2,LdR3,LdR4,LdR5,LdR6,LdR7} = Xreg[9:2];
      end
     else if(opcode == sub)
     begin
     Done = 1;
     Sel=10'b0000000010;  
     {R0out, R1out, R2out, R3out, R4out, R5out, R6out, R7out, Gout, DINout} = Sel;
	 {LdR0,LdR1,LdR2,LdR3,LdR4,LdR5,LdR6,LdR7} = Xreg[9:2];
     end
     end
default : begin  
	  end
endcase
end
endmodule
```
`flow/run.sh`:
```
#!/bin/bash
# OpenROAD 26Q1-2900-gdf79404cd8, Yosys 0.63+post, stock flow scripts
make -C /OpenROAD-flow-scripts/flow DESIGN_CONFIG=/design/flow/config.mk WORK_HOME=/design/flow/orfs finish
```
==> flow_metrics.py <==
# Metrics from the implementation run
metrics = {
    "cells_and_area": {
        "logic_area_um2": 429.2,
        "final_cells": 224,
        "largest_reg_flops": 9,
        "fillCellCount": 624,
        "finalCoreUtilization": 0.2661,
        "area.sequential_um2": 650.6,
        "syn_to_final_growth_pct": 41.09,
        "drive_above_1_share": 0.09396,
    },
    "cts": {
        "clk_pin_slew_ns": 0.04,
        "hold_buffers": 0,
        "cts_resized": 0,
        "htree_num_levels": 1,
        "clk_latency_ns": 0.22,
        "cts_root_buffer": "clkbuf_8",
        "cts_tree": "yes",
        "numCtsBuffers": 3,
        "clock_path_buffers": 2,
        "post_cts.repair.setup_buffers": 0,
    },
    "power_and_ir_drop": {
        "clockPowerShare": 0.367,
        "powerDensity_nw_per_um2": 465.2,
        "pwr-share-seq": 0.433,
        "power.switching_uw": 164.8,
        "combPwrFrac": 0.200,
        "p_leak_uw": 0.0006174,
        "p_int_uw": 576.8,
        "ir_worst_vdd_mv": 0.7090,
        "swShare": 0.2222,
    },
    "floorplanning": {
        "die_x_um": 99,
        "die_h_um": 99,
        "ios": 34,
        "fp_util": 0.1886,
        "chipArea_um2": 9801,
        "rows": 28,
        "core_um2": 5991,
    },
    "worst_setup_path": {
        "slowest_stage": "edfxtp_1",
        "critPathLaunchType": "flop",
        "worst_ep_arrival_time_ns": 1.23,
        "worstReg2RegEnd": "PS[0]",
        "cp_slowest_stage_delay_ns": 0.50,
        "crit_cells": 3,
        "critical_path_required_ns": 1.49,
        "rrSetupSlack_ns": 0.26,
        "criticalPathCategory": "flop to flop",
        "reg2reg_depth": 3,
        "critPathTopFamily": "flip-flops",
        "setup.worst_path.end_class": "flop",
        "path_buffers": 0,
        "r2r_start": "opcode[1]",
        "path_cells": "and3_2 -> nor3_1 -> o2111ai_1",
        "crit_fanout": 9,
    },
    "routing": {
        "ant_nets": 0,
        "drt_iter0_markers": 94,
        "vias_per_cell": 4.058,
        "dr.pass1.iters": 4,
        "insertedDiodeCount": 0,
        "drt_wl_total_um": 2600,
        "detail_route.wl_per_cell_um": 11.61,
        "drc": 0,
        "dr_total_vias": 909,
    },
    "sta": {
        "timing.hold.ws_ns": 0.5713,
        "untimed_endpoints": 60,
        "slew_violations": 0,
        "fin_crit_ns": 1.136,
        "setup_tns_ns": 0,
        "rsz0062_at_grt": "false",
        "fin_crit_sh": 0.8114,
        "worst_slew_pin_slew_ns": 0.6389,
        "final-hold-violation-count": 0,
        "setup_viol": 0,
        "unclocked_regs": 32,
        "fmax_mhz": 880.3,
        "slew_headroom": 0.5722,
        "skew_ns": 0.0006732,
    },
    "worst_hold_path": {
        "min_to": "PS[3]",
        "hold_depth": 1,
        "min_path_type": "flop to flop",
        "min_from": "PS[0]",
    },
    "job": {
        "tool_warnings": 25,
        "drv_cap": 0,
    },
    "logic_synthesis": {
        "postSynthCellCount": 112,
        "syn_avg_cell_area_um2": 10.09,
        "numSynthFlops": 39,
        "post_synth_num_cell_types": 37,
        "async_flop_share": 0,
        "yosysWarnings": 3,
        "yosys_area_um2": 1130,
        "ys_cells": 112,
        "syn_area_um2": 1130,
        "ys.flop_type": "dlxtn_1",
        "synth-edff-count": 3,
    },
    "global_route": {
        "grt_max_degree": 15,
        "grtUsageTotal": 0.05279,
        "grt_pass1_vias": 956,
        "grt_pass1_wl_um": 4409,
        "antenna_found_initial": 0,
        "grt-ovfl-total": 0,
    },
    "placed_design": {
        "placed_cells": 220,
        "io_buffers": 33,
        "gp_congestion": 0.7879,
        "dp_hpwl_um": 2214,
    },
    "outcome": {
        "status": "finished, final reports clean",
    },
}
-- cells in the final DEF (no fill, tap or decap), drive strengths merged, types with 6 or more instances in the layout --
cell	netlist	final
clkdlybuf4s50	0	33
dlxtn	32	32
nand2	6	6
nand2b	7	7
nor2	8	8
nor3	9	9
o32ai	6	6
-- area by class of cell --
type / count / area share
multi-input combinational: 65 / 0.2692
tap: 75 / 0.05887
sequential: 39 / 0.4082
inverter: 4 / 0.009419
timing repair buffer: 37 / 0.2261
clock buffer: 4 / 0.02826
-- kinds of logic after synthesis --
logic type      after synthesis  synth area share
xor+xnor                      2           0.03212
buf+inv                       8           0.04428
compound gates               19            0.1296
latches                      32            0.4252
simple gates                 44            0.2182
flops                         7            0.1506
-- per-stage QoR --
| stage | setup WS [ns] | area (µm²) | total power (µW) |
|---|---|---|---|
| after global placement | 0.2910 | 1549 | 473.3 |
| after CTS | 0.2596 | 1594 | 755.1 |
| after detailed placement | 0.2708 | 1549 | 474.9 |
| after global routing | 0.2176 | 1594 | 791.8 |
| after floorplan | 0.3382 | 1130 | 392.7 |
| final | 0.2640 | 1594 | 741.6 |
-- worst max-delay path by stage --
stage / start / endpoint
global route: opcode[0] / PS[0]
CTS: opcode[0] / PS[0]
finish: opcode[1] / PS[0]
-- power by group through the flow --
stage	Clock (µW)	Sequential, µW	Combinational [µW]
5_1_grt	297	326	168
6_report	272	321	148
4_1_cts	283	321	151
-- cells in the mapped netlist, types with 2 or more instances --
| cell | instances | share of area |
|---|---|---|
| nand2_1 | 6 | 0.020 |
| o32ai_1 | 6 | 0.047 |
| nor3_1 | 8 | 0.035 |
| or3_1 | 2 | 0.011 |
| dlxtn_1 | 32 | 0.43 |
| nand3_1 | 3 | 0.013 |
| a2bb2oi_1 | 2 | 0.016 |
| nand2b_1 | 7 | 0.039 |
| dfxtp_1 | 4 | 0.071 |
| o21ai_0 | 3 | 0.013 |
| inv_1 | 4 | 0.013 |
| nor2_1 | 8 | 0.027 |
| edfxtp_1 | 3 | 0.080 |
-- layer usage --
metal  wire length, µm  global-route usage  up-vias
met5                 0                   0        -
met4                 0            0.002205        0
met3               125             0.01268        0
met2              1270             0.09569       22
met1              1204             0.06463      412
li1                  -                   -      475
Power figures rest on the tool's default switching activity, not on a simulated workload.
