==> flow/design.v <==
module alu_sub (A,B,Diff);
input [15:0] A,B;
output [16:0] Diff;
assign Diff=A-B;
endmodule
==> flow/run.sh <==
#!/bin/bash
# OpenROAD 26Q1-2900-gdf79404cd8, Yosys 0.63+post, stock flow scripts
make -C /OpenROAD-flow-scripts/flow DESIGN_CONFIG=/design/flow/config.mk WORK_HOME=/design/flow/orfs finish
==> flow/config.mk <==
export PLATFORM = sky130hd
export DESIGN_NAME = alu_sub
export DESIGN_NICKNAME = alu_sub
export VERILOG_FILES = /design/flow/design.v
export SDC_FILE = /design/flow/constraint.sdc
export NUM_CORES = 4
export LEC_CHECK = 1
export CORE_AREA = 10 10 72 72
export DIE_AREA = 0 0 82 82
==> flow/constraint.sdc <==
current_design alu_sub

set clk_period 8.6
set clk_io_pct 0.2

create_clock -name clk0 -period $clk_period

set non_clock_inputs [all_inputs -no_clocks]
set_input_delay [expr $clk_period * $clk_io_pct] -clock clk0 $non_clock_inputs
set_output_delay [expr $clk_period * $clk_io_pct] -clock clk0 [all_outputs]
==> impl_metrics.py <==
# Synthesis and PnR figures
metrics = {
    "outcome": {
        "status": "complete, no violations",
    },
    "synthesis": {
        "common_cells": "inv_1 (21), ha_1 (16), a21oi_1 (14)",
        "synth_cell_types": 37,
        "syn-cell-area_um2": 917,
        "ys_seq_frac": 0,
        "area_leaders": "ha_1 (22%), inv_1 (8.6%), xnor2_1 (8.6%), a21oi_1 (7.6%), nand2b_1 (3.4%)",
        "top_area_cell": "ha_1",
        "avgSynthCellArea_um2": 6.95,
        "ys_area_um2": 917,
        "synth_cells": 132,
        "yosysCellCount": 132,
        "yosys_warnings": 0,
        "yosysTopAreaCellShare": 0.218,
        "yosysMostFrequentCell": "inv_1",
    },
    "worst_setup_path": {
        "crit_required_ns": 6.88,
        "crit_path_end_kind": "primary output",
        "cp.arrival_ns": 4.21,
        "path_class": "in2out",
        "cp-start-kind": "primary input",
        "cp_max_fo": 4,
    },
    "timing": {
        "period_minus_slack_ns": 5.93,
        "timing.fmax_mhz": 169,
        "fin_tns_setup_ns": 0,
        "worstMarginPinSlew_ns": 0.335,
        "finalHoldViolCount": 0,
        "drv_slew": 0,
        "finalCritPeriodShare": 0.690,
        "slew_headroom": 0.773,
        "setup_violations": 0,
        "hold_slack_ns": 4.44,
        "rsz0062_at_grt": "no",
    },
    "drt": {
        "drc": 0,
        "viasPerCell": 4.56,
        "final_antenna_net_count": 0,
        "dr.pass1.iters": 4,
        "drt_iter0_drc": 27,
        "vias": 1031,
        "routed_wl_um": 2620,
        "wl_per_cell_um": 11.6,
        "num_antenna_cells": 0,
    },
    "clock_tree": {
        "cts-hold-fix-buffers": 0,
        "post_cts_resized": 0,
        "post-cts-setup-buffer-count": 0,
    },
    "finish": {
        "seq_area_um2": 0,
        "comb_area_um2": 827,
        "n_sequential_cell": 0,
        "fill_cells": 414,
        "drive_gt1_frac": 0.0225,
        "nClkBuffers": 0,
        "finalCoreUtilization": 0.395,
        "area_growth_pct": 58.8,
        "layout.cells.non_filler": 226,
    },
    "floorplan": {
        "die_y_um": 82,
        "io_pins": 49,
        "rows": 22,
        "chip_area_mm2": 0.00672,
        "coreArea_mm2": 0.00369,
        "initCoreUtil": 0.249,
        "die_width_um": 82,
    },
    "worst_hold_path": {
        "worstHoldEndpoint": "Diff[0]",
        "holdPathStages": 5,
        "hp-class": "in2out",
        "hp-start": "A[0]",
    },
    "place": {
        "placed_cells": 226,
        "place.gp.congestion": 0.804,
        "place_hpwl_um": 2320,
        "io_buffers": 49,
    },
    "global_routing": {
        "globalRouteMet2Util": 0.130,
        "grt_pass1_wl_um": 4170,
        "grt_antenna_before_repair": 0,
        "grt_max_degree": 11,
        "overflow": 0,
        "grt_usage": 0.0731,
        "grt_pass1_vias": 976,
        "gr-usage-met1": 0.0953,
        "met3_usage": 0.0132,
        "busiest_layer": "met2",
    },
    "run": {
        "drv_cap": 0,
        "warnings": 32,
    },
    "power": {
        "vdd_drop_max_uv": 32.7,
        "cellPowerDensity_mw_per_mm2": 73.7,
        "cellLeakagePower_nw": 0.672,
    },
}
## layout make-up
cell class,count,area share
Multi-Input combinational cell,108,0.568
Timing Repair Buffer,49,0.337
Inverter,21,0.0541
Tap cell,48,0.0412
## placed cells by master (no fill, tap or decap), types with 2 or more instances in the layout
master	instances
and3_1	3
or3_1	2
nor4_1	2
nand2_1	6
nor3_1	3
nor2b_1	4
xor2_1	2
xnor2_1	9
nor2_1	8
inv_1	21
o21ai_1	2
a21o_1	4
nand2b_1	5
nand4_1	2
clkdlybuf4s50_1	49
a21oi_1	14
o311ai_0	2
o21ai_0	4
o31a_1	3
ha_1	16
## kinds of logic (layout without fill, tap and decap cells)
kind of cell	after synthesis	after routing	synth area share
adder cells (fa/ha/maj)	17	17	0.240
buffers and inverters	24	70	0.0982
AND-OR/OR-AND	38	38	0.295
AND/OR/NAND/NOR	41	41	0.251
multiplexers	1	1	0.0109
XOR/XNOR	11	11	0.105
## worst max-delay path: stages
cell and delay [ns]:
clkdlybuf4s50_1 0.45, inv_1 0.04, ha_1 0.33, nor2b_4 0.15, o2111a_2 0.28, o31a_1 0.30, or3_1 0.34, o2111ai_1 0.11
clkdlybuf4s50_1 0.49
## through the flow
step	instance area, µm²	worst slack (ns)	power (mW)
after floorplan	917	3.65	0.0516
after global placement	1460	2.66	0.110
after detailed placement	1460	2.65	0.109
after CTS	1460	2.64	0.110
after global routing	1460	2.43	0.121
final	1460	2.67	0.107
## per-layer routing
metal	vias to the layer above	share of wire
li1	569	-
met1	440	0.47
met2	22	0.47
met3	0	0.058
met4	0	0
met5	-	0
## report_power, final
part           total, mW  internal, mW  switching (mW)
registers              0             0               0
logic              0.107        0.0676          0.0397
clock network          0             0               0
total              0.107        0.0676          0.0397
## worst max path at each step
stage | slack, ns | start | to
global route | 2.43 | A[0] | Diff[12]
finish | 2.67 | B[2] | Diff[8]
CTS | 2.64 | B[2] | Diff[8]
No activity file was given, so power comes from the tool's default toggle rates.
