`flow/design.v`:
```
module alu_adder (A,B,Sum);
input [7:0] A,B;
output [8:0] Sum;
assign Sum=A+B;
endmodule
```
`flow/run.sh`:
```
#!/bin/bash
# OpenROAD 26Q1-2900-gdf79404cd8, Yosys 0.63+post, stock flow scripts
make -C /OpenROAD-flow-scripts/flow DESIGN_CONFIG=/design/flow/config.mk WORK_HOME=/design/flow/orfs finish
```
`flow/config.mk`:
```
export PLATFORM = sky130hd
export DESIGN_NAME = alu_adder
export DESIGN_NICKNAME = alu_adder
export VERILOG_FILES = /design/flow/design.v
export SDC_FILE = /design/flow/constraint.sdc
export NUM_CORES = 4
export LEC_CHECK = 1
export CORE_AREA = 10 10 70 70
export DIE_AREA = 0 0 80 80
```
`flow/constraint.sdc`:
```
current_design alu_adder

set clk_period 6.3
set clk_io_pct 0.2

create_clock -name clk0 -period $clk_period

set non_clock_inputs [all_inputs -no_clocks]
set_input_delay [expr $clk_period * $clk_io_pct] -clock clk0 $non_clock_inputs
set_output_delay [expr $clk_period * $clk_io_pct] -clock clk0 [all_outputs]
```
==> out/qor.yml <==
layout:
  fin_cells: 113
  layout.area.seq_sq_um: 0
  clkbuf_count: 0
  final.fill_count: 384
  syn_to_final_growth_pct: 95.0
  drive_gt1_share_pct: 1.49
  seq_cells: 0
yosys:
  synth_seq_share_pct: 0
  synthesis.area_sq_um: 324
  synth-cells-yosys: 42
  yosysChipArea_sq_um: 324
  synthCells: 42
  yosysUniqueCellTypes: 20
  syn_avg_cell_area_sq_um: 7.72
  yosys_warnings: 0
routing:
  num_vias: 404
  routed_wl_mm: 1.10
  drc: 0
  post_drt_via_cell_ratio: 3.58
  wl_per_cell_um: 9.72
  n_antenna_cell: 0
  first_pass_iters: 4
  drt-initial-drc-count: 29
  ant_nets: 0
worst_hold_path:
  hp-class: "input port to output pin"
power_and_ir_drop:
  power_leakage_nw: 0.255
  ir_drop_v: 0.0000373
  pwr_density_cell_nw_per_um2: 94.3
placed_design:
  portBuffers: 25
  dp_slack_ps: 1670
  hpwl_um: 997
  place_congestion: 0.742
  dp.cells: 113
floorplan:
  initCoreUtil_pct: 9.49
  chip_area_sq_um: 6400
  ios: 25
  fp-row-count: 21
  die_h_um: 80
  core-area_sq_um: 3420
  die_w_um: 80
setup_path:
  crit_path_start_kind: "input port"
  max_stage_delay_ps: 490
  cp_cell_sequence: "clkdlybuf4s50_1 > ha_1 > fa_1 > a21oi_1 > nor2_1 > nor2_1 > xnor2_1 > clkdlybuf4s50_1"
  cp_data_arrival_time_ps: 3370
  worst_path_dominant_cell_family: "buffers and inverters"
  crit_fanout: 2
  critPathSlowestCell: "clkdlybuf4s50_1"
  crit_required_ps: 5040
  path_buffers: 2
  end_kind: "output pin"
  critical_path_class: "input port to output pin"
timing:
  final-setup-viol-count: 0
  finalClockPeriodUsage_pct: 73.6
  worstMarginPinSlew_ps: 375
  rsz0062_at_grt: "no"
  fmax_ghz: 0.216
  drv_slew: 0
  timing.final.crit_period_ps: 4630
  layout_setup_ws_ps: 1670
  holdWs_ps: 3550
  relSlewSlack_pct: 74.3
  setup-tns-final_ps: 0
  finalHoldViolations: 0
grt:
  grt_pass1_vias: 393
  antenna_found_initial: 0
  grt_max_degree: 7
  grt_overflow: 0
  grt_usage_pct: 3.26
  grt_pass1_wl_mm: 1.77
run:
  warnings: 32
  cap_violations: 0
clock_network:
  cts_hold_buffers: 0
  cts_setup_buffers: 0
  cts_resized: 0
outcome:
  status: "complete, no violations"
where the power goes:
part	switching [mW]	total, mW	internal, mW
clock	0	0	0
combinational	0.0208	0.0596	0.0388
sequential	0	0	0
per-stage QoR:
stage          power, mW  instance area, sq um  util [%]
2_1_floorplan     0.0235                   324         -
3_3_place_gp      0.0593                   632      18.5
3_5_place_dp      0.0600                   632      18.5
4_1_cts           0.0605                   632      18.5
5_1_grt           0.0662                   632      18.5
6_report          0.0596                   632      18.5
final cells by class:
class	count	area, sq um	share of cell area, %
Multi-Input combinational cell	39	313	49.5
Inverter	3	11.3	1.78
Tap cell	46	57.6	9.11
Timing Repair Buffer	25	250	39.6
cells in the mapped netlist, drive strengths merged:
cell type / number / area, sq um
a21oi: 5 / 25.0
ha: 8 / 100
o21ai: 1 / 5.00
mux2i: 1 / 10.0
nor4: 1 / 6.26
fa: 1 / 20.0
nor2: 2 / 7.51
a221oi: 1 / 8.76
nand2: 3 / 11.3
a2111oi: 1 / 8.76
xor2: 2 / 17.5
xnor2: 2 / 17.5
nand3: 2 / 10.0
nor3: 2 / 10.0
o21bai: 1 / 7.51
inv: 3 / 11.3
a311o: 2 / 20.0
nor2b: 2 / 12.5
a21o: 2 / 15.0
final timing paths:
| kind | depth (start not counted) | endpoint | start | slack (ps) |
|---|---|---|---|---|
| hold / removal | 3 | Sum[0] | B[0] | 3550 |
| setup / recovery | 8 | Sum[6] | A[0] | 1670 |
metal layers:
metal	track usage, %	vias to the layer above	part of all wire (%)
li1	-	216	-
met1	4.91	172	51
met2	4.17	16	36
met3	1.70	0	13
met4	0	0	0
met5	0	-	0
layout by cell type (no fill, tap or decap), types with 2 or more instances in the layout:
cell,instances
nand2_1,3
a311o_1,2
inv_1,2
xnor2_1,2
nor2_1,2
nor2b_1,2
a21o_1,2
ha_1,8
nand3_1,2
clkdlybuf4s50_1,25
nor3_1,2
xor2_1,2
a21oi_1,5
cells by family after synthesis:
family                   Yosys count  synth area share, %
AND-OR/OR-AND                     13                 27.8
AND/OR/NAND/NOR                   12                 17.8
adder cells (fa/ha/maj)            9                 37.1
XOR/XNOR                           4                 10.8
buffers and inverters              3                 3.47
multiplexers                       1                 3.09
No activity file was given, so power comes from the tool's default toggle rates.
